## flow/run.sh

```bash
#!/bin/bash
# OpenROAD 26Q1-2900-gdf79404cd8, Yosys 0.63+post, stock flow scripts
make -C /OpenROAD-flow-scripts/flow DESIGN_CONFIG=/design/flow/config.mk WORK_HOME=/design/flow/orfs finish
```

## flow/config.mk

```make
export PLATFORM = sky130hd
export DESIGN_NAME = serial_tx
export DESIGN_NICKNAME = serial_tx
export VERILOG_FILES = /design/flow/design.v
export SDC_FILE = /design/flow/constraint.sdc
export NUM_CORES = 4
export LEC_CHECK = 1
export CORE_AREA = 10 10 105 105
export DIE_AREA = 0 0 115 115
```

## flow/constraint.sdc

```tcl
current_design serial_tx

set clk_period 3.3
set clk_io_pct 0.2

create_clock -name clk0 -period $clk_period [get_ports {clk_i}]

set non_clock_inputs [all_inputs -no_clocks]
set_input_delay [expr $clk_period * $clk_io_pct] -clock clk0 $non_clock_inputs
set_output_delay [expr $clk_period * $clk_io_pct] -clock clk0 [all_outputs]
```

## flow/design.v

```verilog
`timescale 1ns / 1ps
module serial_tx
  #(
    parameter CLKRATE = 50000000,
    parameter BAUD = 115200
    )
   (
    input     clk_i,
    input     rst_i,
    input [7:0] tx_data_i,
    input   tx_data_valid_i,
    output  uart_tx_o
    );
   logic [7:0]  tx_data;
   always @(posedge clk_i or posedge rst_i)
     begin
    if(rst_i) begin
           tx_data <= '0;
    end
    else begin
           if (tx_data_valid_i) begin
              tx_data <= tx_data_i;
           end
        end
    end
   typedef enum {IDLE, START, DATA, PARITY, STOP,WAIT}  my_state;
   my_state current_state = IDLE;
   my_state next_state    = IDLE;
   localparam TX_IDLE = 1'b1;
   localparam TX_START = 1'b0;
   localparam TX_STOP = 1'b1;
   localparam BAUD_COUNTER_MAX = CLKRATE/BAUD;
   localparam BAUD_COUNTER_SIZE = $clog2(BAUD_COUNTER_MAX);
   logic [BAUD_COUNTER_SIZE-1:0] uart_baud_counter;
   logic [2:0]                  uart_data_counter;
   logic                         uart_baud_done;
   logic                         uart_data_done;
   logic [7:0]                   uart_data_shift_buffer;
   always @(posedge clk_i or posedge rst_i)
     begin
    if(rst_i) begin
           uart_baud_counter <= '0;
        end
    else begin
           if (uart_baud_done) begin
              uart_baud_counter <= '0;
           end
           else begin
              uart_baud_counter <= uart_baud_counter + 'd1;
           end
           if (current_state == IDLE)begin
                uart_baud_counter <= '0;
           end 
        end
    end
   assign uart_baud_done = (uart_baud_counter == BAUD_COUNTER_MAX-1) ? 1'b1 : 1'b0;
   always @(posedge clk_i or posedge rst_i)
     begin
    if(rst_i) begin
           uart_data_counter <= '0;
           uart_data_shift_buffer <= '0;
    end
    else if (uart_baud_done) begin
           if (current_state == START & uart_baud_done == 1) begin
              uart_data_counter <= '0;
              uart_data_shift_buffer <= tx_data;
           end
           else begin
              uart_data_counter <= uart_data_counter + 'd1;
              uart_data_shift_buffer <= uart_data_shift_buffer >> 1;
           end
    end
    end
   assign uart_data_done = (uart_data_counter == 7) ? 1'b1 : 1'b0;
   always @(*)
     begin
        case (current_state)
          IDLE   :
            begin
               if (tx_data_valid_i) begin
                  next_state = START;
               end
               else begin
                  next_state = current_state;
               end
            end
          START  :
            begin
               if (uart_baud_done) begin
                  next_state = DATA;
               end
               else begin
                  next_state = current_state;
               end
            end
          DATA   :
            begin
               if (uart_data_done & uart_baud_done) begin
                  next_state = PARITY;
               end
               else begin
                  next_state = current_state;
               end
            end
          PARITY :
            begin
               if (uart_baud_done) begin
                  next_state = STOP;
               end
               else begin
                  next_state = current_state;
               end
            end
          STOP   :
            begin
               if (uart_baud_done) begin
                  next_state = WAIT;
               end
               else begin
                  next_state = current_state;
               end
            end
          WAIT   :
            begin
               if (uart_baud_done) begin
                  next_state = IDLE;
               end
               else begin
                  next_state = current_state;
               end
            end
          default:
            next_state = current_state;
        endcase
     end
   always @(posedge clk_i or posedge rst_i)
     begin
    if(rst_i) begin
           current_state <= IDLE;
        end
    else begin
           current_state <= next_state;
        end
    end
    logic uart_tx;
   always @(*)
     begin
        case (current_state)
          IDLE   :
            begin
               uart_tx = TX_IDLE;
            end
          START  :
            begin
               uart_tx = TX_START;
            end
          DATA   :
            begin
               uart_tx = uart_data_shift_buffer[0];
            end
          PARITY :
            begin
               uart_tx = ^tx_data;
            end
          STOP   :
            begin
               uart_tx = TX_STOP;
            end
          WAIT   :
            begin
               uart_tx = TX_IDLE;
            end
        endcase
     end
   assign uart_tx_o = uart_tx;
endmodule
```

==> flow_summary.yaml <==
# implementation run metrics
clocking:
  clk_pin_slew_ps: 70
  cts_tree: "done"
  cts_max_level: 2
  cts_buffers: 5
  clock_latency_ps: 280
  cts-resized-gates: 0
  clockBufferDepth: 2
  holdBufCountCts: 0
  cts_root_buffer: "clkbuf_8"
  post-cts-setup-buffers: 0
power:
  finalPower_uw: 849
  power_density_nw_per_um2: 454
  leakagePower_uw: 0.000862
  peakVddDrop_v: 0.000142
drt:
  vias: 968
  routed_wl_um: 2660
  vias_per_cell: 3.72
  drc: 0
  wl_per_cell_um: 10.2
  drt_iter0_drc: 44
  insertedDiodeCount: 0
  postRouteAntennaNets: 0
  dr.pass1.iters: 3
placed_design:
  io_buffers: 11
  gp_congestion: 0.741
  hpwl_um: 1860
  dp_slack_ps: 1390
floorplanning:
  dieArea_um2: 13200
  core-area_um2: 8760
  die_h_um: 115
  rows: 34
  fp.dieW_um: 115
  ios: 12
  fp_util: 0.172
setup_path:
  regToRegStartpoint: "uart_baud_counter[1]"
  slowest_delay_ps: 430
  crit_start: "uart_baud_counter[1]"
  cp_cell_sequence: "inv_1 > ha_1 > and4b_1 > nand4_4 > or3_1 > xnor2_1"
  critPathCaptureType: "flip-flop"
  crit_arrival_ps: 2020
  slowest_stage: "or3_1"
  endpoint: "current_state[1]"
  critPathMaxFanout: 27
  r2r_end: "current_state[1]"
  worstPathRequired_ps: 3450
  regToRegSetupSlack_ps: 1430
  crit_type: "flip-flop to flip-flop"
  worst_setup_path_start_kind: "flip-flop"
  r2r_cells: 6
synthesis:
  synthCells: 136
  synth_area_um2: 1510
  ys_cells: 136
  yosys_area_um2: 1510
  avgSynthCellArea_um2: 11.1
  ys_types: 28
  synth_area_leader_cell: "dfrtp_1"
  numSynthFlops: 32
  synth_warnings: 1
  synth.area.top_cells: "dfrtp_1 51%, mux2_2 7.5%, xnor2_1 5.2%"
  yosysTopAreaCellShare: 0.514
sta:
  rsz0062_at_grt: "no"
  whs_ps: 484
  fin_crit_sh: 0.566
  relSlewSlack: 0.569
  slew_viol_final: 0
  timing.fmax_ghz: 0.536
  untimed_endpoints: 2
  setup_ws_ps: 1430
  setup_viol: 0
  unclocked_pins: 1
  worstMarginPinSlew_ps: 643
  fin_crit_ps: 1870
  fin_skew_ps: 9.37
  hold_violations: 0
  tns_ps: 0
final_layout:
  drive_gt1_frac: 0.151
  nFillCells: 936
  syn2layout_area_growth_pct: 23.8
global_route:
  grt_pass1_wl_um: 4930
  use_met1: 0.0646
  grtUsageMet2: 0.0578
  grt_start_max_net_pins: 32
  grtUsageMet3: 0.0200
  grt_usage: 0.0443
  first_global_vias: 1050
  antenna_found_initial: 0
  overflow: 0
  grt.busiest_layer: "met1"
min_path:
  hold_start: "uart_data_shift_buffer[1]"
  worstHoldPathType: "flip-flop to flip-flop"
job:
  warning_count: 26
  max-cap-violations: 0
run_status:
  outcome: "finished, final reports clean"
[layout make-up]
type,instances,area [µm²],share of cell area
Tap cell,108,135,0.0723
Multi-Input combinational cell,95,682,0.365
Inverter,3,11.3,0.00602
Timing Repair Buffer,14,133,0.0710
Clock inverter,2,35.0,0.0187
Sequential cell,32,791,0.423
Clock buffer,6,82.6,0.0442
[logic make-up after synthesis]
logic type                 Yosys count  synth area share
adders and majority gates            4            0.0331
and+or+nand+nor                     42             0.143
DFF                                 31             0.514
xor gates and xnor gates            15            0.0870
latches                              1           0.00994
buffers and inverters                9            0.0249
muxes                               17             0.121
AOI/OAI and AO/OA                   17            0.0671
[sequential cells by signal, summed over array words and instances (netlist names)]
signal and cells:
uart_baud_counter 9, tx_data 8, uart_data_shift_buffer 8, current_state 3, uart_data_counter 3, uart_tx 1
[critical path, delay by kind of cell, from the launching register on]
family	cells	cell delay (ps)
AND/OR/NAND/NOR	3	990
flip-flops	1	420
XOR/XNOR	1	130
adder cells (fa/ha/maj)	1	120
buffers and inverters	1	70
[per-layer routing]
metal,up-vias,routed length [µm]
met2,13,1060
met3,6,155
met5,-,0
met1,457,1350
met4,0,94
li1,492,-
[Yosys cell counts]
cell type,instances
and4b_1,1
xor2_1,6
inv_1,3
clkbuf_1,5
nand2_1,13
mux2_2,10
o31ai_1,1
xnor2_1,9
nand4_1,2
a21o_1,1
a21oi_1,1
mux2i_1,7
nor2_1,11
o21ai_0,12
nand2b_1,3
nor3_1,3
nand4_4,1
and3_1,2
dfrtp_1,31
dlxtn_1,1
and2_1,1
o31ai_2,1
a221oi_1,1
or3_1,1
and4_1,1
nand3_1,3
buf_4,1
ha_1,4
[power by group]
group          internal (µW)  switching [µW]  total [µW]
Clock                    244             137         381
Sequential               390            9.48         399
Combinational           40.8            27.9        68.7
[through the flow]
step                       util  instances  cell area (µm²)
after floorplan               -        136             1510
after global placement    0.200        252             1750
after detailed placement  0.200        252             1750
after CTS                 0.213        260             1870
after global routing      0.213        260             1870
final                     0.213        260             1870
[placed cells by master (no fill, tap or decap), drive strengths merged, types with 4 or more instances in the layout]
cell / n
mux2i: 7
xnor2: 9
nand2: 13
xor2: 6
clkbuf: 6
o21ai: 12
nor2: 11
dfrtp: 31
ha: 4
mux2: 10
clkdlybuf4s50: 11
[worst min path at each step]
stage                           end  slack, ps  cells after the start
4_1_cts   uart_data_shift_buffer[1]        490                      2
5_1_grt   uart_data_shift_buffer[2]        510                      2
6_report  uart_data_shift_buffer[1]        480                      2
No activity file was given, so power comes from the tool's default toggle rates.
