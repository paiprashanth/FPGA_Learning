### /design/flow/config.mk
export PLATFORM = sky130hd
export DESIGN_NAME = counter_data
export DESIGN_NICKNAME = counter_data
export VERILOG_FILES = /design/flow/design.v
export SDC_FILE = /design/flow/constraint.sdc
export NUM_CORES = 4
export LEC_CHECK = 1
export CORE_UTILIZATION = 40
### /design/flow/constraint.sdc
current_design counter_data

set clk_period 2.9
set clk_io_pct 0.2

create_clock -name clk0 -period $clk_period [get_ports {clk_i}]

set non_clock_inputs [all_inputs -no_clocks]
set_input_delay [expr $clk_period * $clk_io_pct] -clock clk0 $non_clock_inputs
set_output_delay [expr $clk_period * $clk_io_pct] -clock clk0 [all_outputs]
### /design/flow/design.v
`timescale 1ns / 1ps
module counter_data(
    input clk_i,
    input rst_i,
    output [7:0] tx_data_o,
    output tx_data_valid_o
    );
   localparam WAIT_CYCLES_50M = 50000000;  
    logic tx_data_valid;
    logic [7:0] tx_data;
    logic [31:0] wait_counter_50M;
    always_ff@(posedge clk_i or posedge rst_i)begin
    if(rst_i)begin
        wait_counter_50M <= 0;
        tx_data <= 0;
        tx_data_valid <= 0;
        end
    else begin
        tx_data_valid <= 0;
        if(wait_counter_50M >= WAIT_CYCLES_50M)begin
            wait_counter_50M <= 0;
            tx_data <= tx_data + 1;
            tx_data_valid <= 1;
            end
        else begin
            wait_counter_50M <= wait_counter_50M + 1;
            end
        end
    end
    assign tx_data_o = tx_data;
    assign tx_data_valid_o = tx_data_valid;
endmodule
### /design/flow/run.sh
#!/bin/bash
# OpenROAD 26Q1-2900-gdf79404cd8, Yosys 0.63+post, stock flow scripts
make -C /OpenROAD-flow-scripts/flow DESIGN_CONFIG=/design/flow/config.mk WORK_HOME=/design/flow/orfs finish
==> metrics.cfg <==
[synthesis]
ys_cells=176
yosys_area_um2=2040
synth_top_cell_by_area=dfrtp_1
synth_cells=176
ys_warn_count=1
edf_count=0
synthArstFlopShare=1.00
area_leaders=dfrtp_1, nor2_4, xnor2_1
ys_seq_share=0.504
ys_types=34
postSynthAreaPerCell_um2=11.6
yosys_register_bits=41
syn_area_um2=2040
synth_top_area_share=0.504
synthFlopType=dfrtp_1

[setup_path]
crit_chain=and4bb_2 -> o211ai_2 -> a31o_4 -> inv_4 -> mux2_2
cp.arrival_ps=2300
cp_max_fo=33
r2r_start=wait_counter_50M[16]
criticalPathCategory=flip-flop to flip-flop
cp-startpoint=wait_counter_50M[16]
slowest_stage=inv_4
required_ps=3070
end_kind=flip-flop
r2r.worst_path.cells=5
max_stage_delay_ps=480
worstSetupStartpointType=flip-flop

[cts]
clock.latency.late_pin_ps=290
ctsHoldBuffers=0
cts_root_buf=clkbuf_8
cts_sinks=41
cts-buffers-inserted=5
cts_buffer_depth=2
post_cts_resized=0
cts_tree=done
htreeDepth=2
clk_pin_slew_ps=70
cts_setup_buffers=0

[floorplanning]
core_area_um2=4820
dieHeight_um=73.3
rows=25
initCoreUtil=0.423
die_area_um2=5380
die_w_um=73.3
io_pins=11

[grt]
grt.total_usage=0.141
grt_antenna_before_repair=0
first_global_vias=1251
grt_overflow=0
grt_pass1_wl_um=5720
grt_max_degree=42

[sta]
slew_headroom=0.568
finalSetupViolations=0
period_minus_slack_ps=2130
hold_viol_final=0
period_used_share=0.733
rsz0062_at_grt=no
tightest_slew_ps=648
setup_tns_ps=0
max_clock_freq_mhz=470
slew_viol_final=0
hold_slack_ps=476
final.setup_skew_ps=4.89

[routing]
ant_nets=0
wl_per_cell_um=11.7
antennaDiodeCount=0
dr.pass1.iters=4
initialDrtViolationCount=83
route.vias.total=1284
vias_per_cell=4.90
drt-total-wl_um=3070
drc=0

[power]
cellPowerDensity_nw_per_um2=615
power_switching_mw=0.307
leakage_nw=0.868
swShare=0.216
p_seq_frac=0.486
irDropWorstVdd_uv=372
clkPwrFrac=0.370
power_frac_comb=0.143
intPower_mw=1.12

[place]
io_buffers=10
dpl.hpwl_um=2100
gp_congestion=0.787

[finish]
lay_top_count=dfrtp_1
mostFrequentLayoutCells=dfrtp_1, xnor2_1, nor2_4
drive_gt1_frac=0.174
area_growth_pct=14.0

[worst_hold_path]
hp-start=tx_data[7]
hold_class=flip-flop to flip-flop
min_path_cells=1

[job]
drv_cap=0
warnings=27

[outcome]
status=finished, final reports clean

path summary, 6_finish.rpt:
check,slack [ps],to
min in group asynchronous,710,wait_counter_50M[21]
min reg2reg,480,tx_data[7]
max reg2reg,770,tx_data[1]
min,480,tx_data[7]
max in group asynchronous,1840,wait_counter_50M[6]
max,770,tx_data[1]
critical path, delay by kind of cell (launching register included):
kind,cells,cell delay (ps)
buf+inv,1,480
simple gates,1,330
flops,1,450
mux,1,400
compound gates,2,350
flip-flops by register name, summed over array words and instances (netlist names):
name,flops
tx_data,8
tx_data_valid,1
wait_counter_50M,32
metrics by stage:
step	cell area (µm²)	util	worst slack [ps]	power, mW	cells
after floorplan	2050	-	1150	0.790	181
after global placement	2190	0.454	817	0.909	254
after detailed placement	2190	0.454	777	0.915	254
after CTS	2320	0.482	765	1.45	262
after global routing	2320	0.482	667	1.51	262
final	2320	0.482	774	1.43	262
area by class of cell:
class / count / area, µm²
clock buffers: 5 / 68.8
clock inverters: 3 / 65.1
fillers: 432 / 2500
inverters: 8 / 32.5
multi-input cells: 127 / 936
flip-flops and latches: 41 / 1030
well taps: 67 / 83.8
repair buffers: 11 / 108
routing by layer:
| layer | share of wire | vias to the layer above | track usage |
|---|---|---|---|
| met1 | 0.51 | 627 | 0.223 |
| li1 | - | 636 | - |
| met4 | 0.0088 | 0 | 0.0192 |
| met3 | 0.033 | 4 | 0.0305 |
| met5 | 0 | - | 0 |
| met2 | 0.45 | 17 | 0.214 |
kinds of logic after synthesis:
family / share of synthesized area
xor+xnor: 0.112
flops: 0.504
compound gates: 0.0516
buf+inv: 0.0455
fa+ha+maj: 0.0184
mux: 0.00553
simple gates: 0.261
other cells: 0.00184
cell usage after synthesis, types with 4 or more instances:
| library cell | instances |
|---|---|
| or3_1 | 4 |
| nand4_1 | 11 |
| nand3_1 | 6 |
| and3_1 | 5 |
| dfrtp_1 | 41 |
| xnor2_1 | 19 |
| nand2_1 | 8 |
| a21oi_1 | 4 |
| xor2_1 | 7 |
| nor2_1 | 10 |
| inv_1 | 7 |
| nor3_1 | 5 |
| nor2_4 | 18 |
| o21ai_0 | 4 |
power by group through the flow:
stage / clock [mW] / combinational [mW] / sequential (mW)
4_1_cts: 0.547 / 0.210 / 0.694
6_report: 0.528 / 0.205 / 0.694
5_1_grt: 0.574 / 0.231 / 0.704
Power and IR drop assume default switching activity.
